## /design/flow/config.mk

```make
export PLATFORM = sky130hd
export DESIGN_NAME = DT
export DESIGN_NICKNAME = DT
export VERILOG_FILES = /design/flow/design.v
export SDC_FILE = /design/flow/constraint.sdc
export NUM_CORES = 4
export LEC_CHECK = 1
export CORE_UTILIZATION = 30
```

## /design/flow/constraint.sdc

```tcl
current_design DT

set clk_period 6.5
set clk_io_pct 0.2

create_clock -name clk0 -period $clk_period [get_ports {clk}]

set non_clock_inputs [all_inputs -no_clocks]
set_input_delay [expr $clk_period * $clk_io_pct] -clock clk0 $non_clock_inputs
set_output_delay [expr $clk_period * $clk_io_pct] -clock clk0 [all_outputs]
```

## /design/flow/design.v

```verilog
`timescale 1ns/10ps
module DT(
	input 			clk, 
	input			reset,
	output	reg		done ,
	output	reg		sti_rd ,
	output	reg 	[9:0]	sti_addr ,
	input		[15:0]	sti_di,
	output	reg		res_wr ,
	output	reg		res_rd ,
	output	reg 	[13:0]	res_addr ,
	output	reg 	[7:0]	res_do,
	input		[7:0]	res_di,
	output  reg fwpass_finish
	);
reg[3:0] current_state;
reg[3:0] next_state;
reg[3:0] counter;
reg[5:0] min;
parameter INIT = 4'd0;
parameter READ_ROM_I = 4'd1;
parameter READ_ROM = 4'd2;
parameter FORWARD_R = 4'd3;
parameter FORWARD = 4'd4;
parameter FORWARD_W = 4'd5;
parameter FORWARD_FINISH = 4'd6;
parameter BACKWARD = 4'd7;
always@(posedge clk or negedge reset)
begin
	if(!reset) current_state <= INIT;
	else current_state <= next_state;
end 
always@(*)
begin
	case(current_state)
	INIT:
	begin
		next_state = READ_ROM_I;
	end
	READ_ROM_I:
	begin
		next_state = READ_ROM;
	end
	READ_ROM:
	begin
		if(counter == 4'd15) 
		begin 
			if(res_addr == 14'd16383) next_state = FORWARD_R;
			else next_state = READ_ROM_I; 
		end
        else next_state = READ_ROM;
	end
    FORWARD_R:
	begin
		if(res_addr == 14'd16254) next_state = FORWARD_FINISH;
        else if(res_di == 8'd1) next_state = FORWARD;
		else next_state = FORWARD_R;
	end
    FORWARD:
    begin
		if(counter == 14'd5) next_state = FORWARD_W;
        else next_state = FORWARD;
	end
    FORWARD_W:
    begin
		next_state = FORWARD_R;
	end
	FORWARD_FINISH:
	begin
		next_state = BACKWARD;
	end
	BACKWARD:
	begin
		next_state = BACKWARD;
	end
	default: next_state = INIT;
	endcase
end
always@(posedge clk or negedge reset)
begin 
	if(!reset)	sti_rd <= 1'd0;
	else if(next_state == READ_ROM_I) sti_rd <= 1'd1;
	else sti_rd <= 1'd0;
end
always@(posedge clk or negedge reset)
begin
	if(!reset) sti_addr <= 10'd0;
	else if(current_state == READ_ROM_I || current_state == FORWARD_R) sti_addr <= sti_addr + 1'd1;
	else sti_addr <= sti_addr;
end 
always@(posedge clk or negedge reset)
begin
	if(!reset) res_addr <= 14'd16383;
	else if(next_state == FORWARD_R && res_addr == 14'd16383) res_addr <= 14'd128;
	else if(next_state == READ_ROM ) res_addr <= res_addr + 1'd1;
	else if(next_state == FORWARD_R) res_addr <= res_addr + 1'd1;
    else if(next_state == FORWARD)
    begin
        case(counter)
        4'd0:res_addr <= res_addr - 14'd129;
        4'd1:res_addr <= res_addr + 14'd1;
        4'd2:res_addr <= res_addr + 14'd1;
        4'd3:res_addr <= res_addr + 14'd126;
        4'd4:res_addr <= res_addr + 14'd1;
		default: res_addr <= res_addr;
        endcase
    end
	else if(current_state == BACKWARD || current_state == FORWARD_FINISH ) 
	begin
		case(counter)
        4'd0:res_addr <= res_addr + 14'd129;
        4'd1:res_addr <= res_addr - 14'd1;
        4'd2:res_addr <= res_addr - 14'd1;
        4'd3:res_addr <= res_addr - 14'd126;
        4'd4:res_addr <= res_addr - 14'd1;
		4'd7:res_addr <= res_addr - 14'd1;
		default: res_addr <= res_addr;
        endcase
	end
	else res_addr <= res_addr;
end 
always@(posedge clk or negedge reset)
begin 
	if(!reset) counter <= 4'd15;
	else if(next_state == READ_ROM) counter <= counter - 1'd1;
	else if(next_state == READ_ROM_I) counter <= 4'd15;
    else if(next_state == FORWARD) counter <= counter + 1'd1;
	else if(next_state == BACKWARD && counter != 4'd7) counter <= counter + 1'd1;
	else counter <= 4'd0;
end
always@(posedge clk or negedge reset)
begin 
	if(!reset) res_rd <= 1'd0;
	else if(next_state == FORWARD_R || next_state == FORWARD || next_state == BACKWARD) res_rd <= 1'd1;
	else res_rd <= 1'd0;
end  
always@(posedge clk or negedge reset)
begin 
	if(!reset) res_wr <= 1'd0;
	else if(next_state == READ_ROM || next_state == FORWARD_W) res_wr <= 1'd1;
	else if(current_state == BACKWARD && counter == 4'd6) res_wr <= 1'd1;
	else res_wr <= 1'd0;
end
always@(posedge clk or negedge reset)
begin 
	if(!reset) res_do <= 8'd0;
	else if(next_state == READ_ROM || current_state == READ_ROM) res_do <= sti_di[counter];
	else if(next_state == FORWARD_W) res_do<= min + 8'd1;
	else if(next_state == BACKWARD) res_do <= min;
	else res_do <= 8'd0;
end
always@(posedge clk or negedge reset)
begin 
	if(!reset) min <= 6'd0;
	else if(current_state == FORWARD) 
    begin
        if(counter == 4'd1) min <= res_di;
        else if(res_di < min) min <= res_di;
    end
	else if(next_state == BACKWARD)
	begin 
		if(counter == 4'd1) min <= res_di + 1;
		else if(counter != 4'd5)
			begin
				if(res_di + 1 < min) min <= res_di + 1;
			end
		else 
			begin
				if(res_di < min) min <= res_di;
			end
	end
	else min <= 8'd0;
end
always@(posedge clk or negedge reset)
begin 
	if(!reset) fwpass_finish <= 1'd0;
	else if(next_state == FORWARD_FINISH) fwpass_finish <= 1'd1;
	else fwpass_finish <= 1'd0;
end
always@(posedge clk or negedge reset)
begin
	if(!reset) done <= 1'd0;
	else if(next_state == BACKWARD && res_addr == 14'd128) done <= 1'd1;
	else done <= 1'd0;
end
endmodule
```

## /design/flow/run.sh

```bash
#!/bin/bash
# OpenROAD 26Q1-2900-gdf79404cd8, Yosys 0.63+post, stock flow scripts
make -C /OpenROAD-flow-scripts/flow DESIGN_CONFIG=/design/flow/config.mk WORK_HOME=/design/flow/orfs finish
```

==> flow_summary.ini <==
; physical design summary
[final_layout]
fill_cells = 1777
seq_area_mm2 = 0.00138
final_common_cell = clkdlybuf4s50_1
fin_cells = 924
area_growth_pct = 17.7
drive_gt1_share_pct = 9.87
logic_area_mm2 = 0.00373
final_cell_mix = clkdlybuf4s50_1, nand2_1, a21oi_1, nor2_1, o21ai_0

[setup_path]
worst_path_dominant_cell_family = simple AND/OR/NAND/NOR gates
cp_max_fo = 21
cp_data_required_time_ps = 6730
max_stage_delay_ps = 700
crit_type = in -> reg
end_kind = flip-flop
crit_path_cell_trace = clkdlybuf4s50_1, or4_4, nor4b_4, a31o_4, nand2_1, o21ai_0, o21ai_0, o22ai_1
worst-path-buf-inv = 1
arrival_ps = 4710
cpMostUsedCell = o21ai_0
start_kind = input port
crit_path_top_delay_cell = o21ai_0

[yosys]
ys_cells = 661
syn_area_per_cell_um2 = 8.14
ys_seq_share_pct = 25.6
yosys-stat-area_mm2 = 0.00538
synth_top_flop_cell = dfrtp_1
synth_cell_types = 79
ys.warnings.count = 1
syn_inst = 661
async_reset_ff_share_pct = 100
ys_ff = 54
mappedNetlistArea_mm2 = 0.00538
edf_count = 0

[sta]
maxSlewViolCount = 0
worstMarginPinSlew_ps = 811
setup_viol = 0
finalHoldViolations = 0
period_minus_slack_ps = 4470
rsz0062_at_grt = false
slew_headroom_pct = 45.9
tns_ps = 0
clock_skew_ps = 8.36
fin_crit_sh_pct = 68.8
layout_setup_ws_ps = 2030
timing.fmax_mhz = 223

[global_routing]
grt_usage_pct = 17.7
grt_pass1_vias = 4878
grt_start_max_net_pins = 55
grt_first_pass_wirelength_um = 25600
antenna_found_initial = 0
overflow = 0

[clock_tree]
post_cts_buffers = 0
hold_buffers = 0
clockBufferDepth = 2
cts_root_buffer = clkbuf_16
numCtsBuffers = 5
cts_tree = yes
insertion_delay_ps = 310
path_clk_slew_ps = 70
cts_resized = 0
htree_levels = 2
cts.sinks = 54

[run_status]
status = finished clean

[routing]
num_antenna_cells = 0
drc = 0
dr.pass1.iters = 5
wire_per_inst_um = 16.7
vias = 5168
drtIter0Drc = 455
wl_met3_um = 1030
met1Wirelength_um = 7330
routed_wl_um = 15500
met2_length_um = 6830
vias_per_cell = 5.59
top_layer = met4
antenna_left = 0

[floorplan]
rows = 48
die-width_um = 136
core_region_area_mm2 = 0.0174
dieArea_mm2 = 0.0185
initCoreUtil_pct = 30.9
pin_count = 63
die_h_um = 136

[power_and_ir_drop]
powerDensity_mw_per_mm2 = 460
p_leak_nw = 2.48
ir_drop_v = 0.000163
power.total_mw = 2.91

[placement]
hpwlAfterDp_um = 11400
gp_congestion = 0.932
dp.cells = 916
place_ws_ps = 1750
io_buffers = 61

[hold_path]
hold_class = reg -> reg

[flow_run]
cap_violations = 0
warning_count = 36
==> per-layer routing <==
layer | GRT usage, % | vias to the layer above
met1 | 27.4 | 2402
li1 | - | 2534
met5 | 0 | -
met2 | 27.0 | 213
met3 | 2.32 | 19
met4 | 3.09 | 0
==> cells by family after synthesis <==
family,synth area share [%]
AOI/OAI and AO/OA,25.9
xor gates and xnor gates,8.31
adders and majority gates,9.21
buffers and inverters,5.26
DFF,25.6
muxes,4.26
other,0.0697
and+or+nand+nor,21.4
==> stage by stage <==
stage                     hold WS [ps]  cell area (µm²)  utilization (%)
after floorplan                    424             5380                -
after global placement             460             6160             35.4
after detailed placement           467             6160             35.4
after CTS                          478             6330             36.4
after global routing               502             6330             36.4
final                              468             6330             36.4
==> report_power, final <==
group / internal [mW] / leakage (nW) / switching (mW) / total (mW)
clock network: 0.185 / 0.0819 / 0.136 / 0.321
registers: 0.460 / 0.653 / 0.206 / 0.666
logic: 0.860 / 1.75 / 1.06 / 1.92
total: 1.51 / 2.48 / 1.40 / 2.91
==> worst reg2reg max path: cells and delay by family (launching register included) <==
family          cells  cell delay, ps
simple gates        2             520
flops               1             680
compound gates      6            1340
xor+xnor            1             220
buf+inv             2             330
fa+ha+maj           2             610
==> state kept, by name, indices dropped and copies added, names as in the netlist <==
signal         flops
res_rd             1
fwpass_finish      1
res_wr             1
res_do             7
current_state      8
res_addr          14
sti_rd             1
counter            4
done               1
sti_addr          10
min                6
==> cell usage after synthesis, types with 8 or more instances <==
master / n / share of area, %
dfrtp_1: 35 / 16
inv_1: 29 / 2.0
o21ai_0: 51 / 4.7
nor3_1: 19 / 1.8
nand4_1: 8 / 0.93
nand2_1: 57 / 4.0
nor2_1: 51 / 3.6
xnor2_1: 39 / 6.4
a21oi_1: 52 / 4.8
or3_1: 8 / 0.93
nand3_1: 26 / 2.4
o22ai_1: 10 / 1.2
ha_1: 38 / 8.8
clkbuf_1: 29 / 2.0
o211ai_1: 8 / 1.1
xor2_1: 12 / 2.0
dfstp_2: 19 / 9.3
a21o_1: 11 / 1.5
and3_1: 8 / 0.93
==> layout make-up <==
type	count	share of cell area, %
Sequential cell	54	21.7
Timing Repair Buffer	68	10.4
Tap cell	225	4.45
Clock buffer	5	1.98
Inverter	29	1.72
Multi-Input combinational cell	540	59.0
Clock inverter	3	0.771
==> final timing paths <==
path                       slack [ps]                    start  cells after the start                       end
min                               470  sti_addr[9]$_DFFE_PN0P_                      1   sti_addr[9]$_DFFE_PN0P_
max in group asynchronous        4870                    reset                      2       res_do[1]$_DFF_PN0_
min in group asynchronous        1130                    reset                      2          res_rd$_DFF_PN0_
max reg2reg                      2730     counter[0]$_DFF_PN1_                     13  res_addr[10]$_DFFE_PN1P_
min reg2reg                       470  sti_addr[9]$_DFFE_PN0P_                      1   sti_addr[9]$_DFFE_PN0P_
max                              2030                res_di[4]                      8  res_addr[12]$_DFFE_PN1P_
Power and IR drop assume default switching activity.
